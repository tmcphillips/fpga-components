### flow/config.mk
export PLATFORM = sky130hd
export DESIGN_NAME = SynchronousScaler
export DESIGN_NICKNAME = SynchronousScaler
export VERILOG_FILES = /design/flow/design.v
export SDC_FILE = /design/flow/constraint.sdc
export NUM_CORES = 4
export LEC_CHECK = 1
export CORE_AREA = 10 10 70 70
export DIE_AREA = 0 0 80 80
### flow/constraint.sdc
current_design SynchronousScaler

set clk_period 2.1
set clk_io_pct 0.2

create_clock -name clk0 -period $clk_period [get_ports {inclock}]

set non_clock_inputs [all_inputs -no_clocks]
set_input_delay [expr $clk_period * $clk_io_pct] -clock clk0 $non_clock_inputs
set_output_delay [expr $clk_period * $clk_io_pct] -clock clk0 [all_outputs]
### flow/design.v
module SynchronousScaler #(parameter BITS=8)(
	input wire 	inclock,
	output wire outclock
);	
	reg [BITS-1:0] counter;
	always @(negedge inclock) 
		counter = counter + 1;
	assign outclock = counter[BITS-1];
endmodule
### flow/run.sh
#!/bin/bash
# OpenROAD 26Q1-2900-gdf79404cd8, Yosys 0.63+post, stock flow scripts
make -C /OpenROAD-flow-scripts/flow DESIGN_CONFIG=/design/flow/config.mk WORK_HOME=/design/flow/orfs finish
==> run summary <==
Notes on the physical implementation.

- The worst VDD IR drop from the latest analysis is between 0.0002 and 0.00025 V.
- In the final layout, the share of cells above drive strength 1 is a little over a fifth.
- The longest individual stage delay on the worst path is 300 ps, for reference.
- The XOR/XNOR share of the synthesized area is about a fifth, for reference.
- The core utilization at floorplan is 8.205%, for reference.
- After synthesis the netlist holds a flip-flop and latch count of 8.
- The TritonCTS sink count is 8, for reference.
- Measured along the y axis, the die boundary spans approximately 80 microns.
- The largest delay contributor family on the critical path is flip-flops, for reference.
- The post-route antenna net violation count is 0, for reference.
- The count of buffer and inverter cells on the critical path is 1, for reference.
- The number of max-cap violations is 0, for reference.
- Total power normalized to cell area comes to around 810 nW/um^2.
- The first-pass detailed-route iteration total is 3, for reference.
- Setup repair after global routing could not meet its margin everywhere.
- The average vias per placed instance is ~2.5, for reference.
- The summed area of non-filler cells in the final layout is between 400 and 500 sq um, for reference.
- The OpenROAD report gives the critical path a data arrival time of 1760 ps.
- Counting instances in the post-synthesis netlist gives the leading cell types as dfxtp_1 (8), xnor2_1 (3), xor2_1 (3).
- Compared with the post-synthesis result, the final layout area differs by 42.86%.
- The final antenna diode tally reported by the flow is 0.
- The HPWL after detailed placement is a little over 300 microns, for reference.
- The total clock buffers created by CTS is 3, for reference.
- For this design the static power due to leakage is roughly 0.18 nW.
- The initial antenna violation count is 0, for reference.
- The clock input transition at the sequential cells of the worst setup and hold paths is roughly 30 ps, for reference.
- Hold repair after CTS inserted 0 buffers.
- For reference, the critical path cell chain is buf_2.
- A synthesized cell averages about 11 sq um.
- Global routing finished with a remaining overflow of 0.
- The number of placed instances with taps included is roughly 73, for reference.
- Sorting the synthesized cells by area gives the leading types as dfxtp_1 (57%), xnor2_1 (9.4%), xor2_1 (9.4%).
- The sequential element share of the synthesized area is between 50% and 60%, for reference.
- Of all flip-flops after synthesis, the portion carrying an async set or reset was 0%.
- Summing over every cut layer, the via total after detailed routing is 204.
- In the synthesized netlist, mux cells make up 0% of the area.
- The number of enable flip-flop cells is 0, for reference.
- The slowest cell on the critical path is dfxtp_2, for reference.
- The post-route worst setup slack is -82.02 ps, for reference.
- Yosys reports that the leading cell type by area covers a little under three fifths of the netlist area.
- The maximum fanout along the worst path is 2, for reference.
- The number of DRC violations after detailed-routing iteration 0 is 7, for reference.
- The buffers inserted during post-CTS setup optimization is 0, for reference.
- The number of endpoints with negative hold slack in the final report is 0, for reference.
- The cell area after synthesis is approximately 280 sq um, for reference.
- The flip-flop count of the largest register after layout is 8, for reference.
- The OpenROAD warning count is 35, for reference.
- The endpoint required time on the critical path is about 1700 ps, for reference.
- TritonCTS built the clock tree.
- The buffer levels on the longest clock path is 2, for reference.
- In the global route stage, met1 resource usage came out at roughly 1.3%.
- The final timing report lists a max-slew violation count of 0.
- The pin closest to its max-slew limit shows a slew of approximately 160 ps.
- The count of cells along the worst register-to-register path is 3, for reference.
- The worst relative slew slack is roughly nine tenths, for reference.
- The synthesized netlist has a Yosys-reported chip area of around 280 sq um.
- Row generation in the floorplan step produced 21 rows.
- The gate-level netlist out of Yosys references 11 unique cell types.
- The synthesized netlist handed to floorplanning was reported with a cell count of 25.
- All stages included, the depth of the critical timing path comes to 1.
- The fraction of met2 tracks used by global routing is approximately 1.8%, for reference.
- The final total power is ~0.32 mW, for reference.
- The number of cells in Yosys stat is 25, for reference.
- For this run, the number of Yosys warnings is 1.
- The maximum number of pins on one net before global-route repair is 5, for reference.
- Per the synthesis report, the AND-OR/OR-AND share of the synthesized area is 0%.
- The standard cell core area is ~3400 sq um, for reference.
- Global route summary, busiest routing layer listed as met3.
- The worst clock skew on the final layout is approximately 13 ps, for reference.
- The met3 layer usage reported by global route is around 3.0%, for reference.
- The layout report lists the combined flip-flop and latch area as about 160 sq um.
- The final routed wirelength across all metal layers is ~440 microns, for reference.
- Hold analysis shows the worst path with a depth of 1.
- The number of global-route vias before repair was ~220.
- The flow ran to the end, but the final reports show violations.
- Of all cell types, the one taking the most synthesized area is dfxtp_1.
- The average wire length per cell after detail routing is 5.325 microns, for reference.
- The commonest register cell is dfxtp_1.
- The count of endpoints failing setup in the final report is 1, for reference.
- The worst setup path is launched from a register.
- Per the OpenROAD floorplan log, the area of the die is 6400 sq um.
- The first global-routing pass estimated 800 microns of wire.
- After synthesis, the largest family of logic cells by area is XOR/XNOR gates.
- The final reports fail on negative setup slack.
- The area share of and/or/nand/nor cells after synthesis is between 10% and 20%, for reference.
- The clock latency on the worst-skew pair is between 300 and 400 ps, for reference.
- The clock tree root buffer cell is clkbuf_4, for reference.
- The routed layout reports a DRC error count of 0.
- The cell with the most instances after synthesis is dfxtp_1, for reference.
- The area of placed instances is 355.3 sq um, for reference.
- In this run the number of H-tree levels came out at 1.
- The type of the worst setup path is reg2out, for reference.
- For this run, the total global-route usage over all layers was measured as approximately 1.7%.
- For reference, full adder, half adder and majority cells occupy 4.464% of the area reported after synthesis.
- The type of element capturing the critical path is an output port, for reference.
- The tally of non-filler cells in the final layout is about 83, for reference.
- Fill cells in the final layout number roughly 390.
- The die extent in x is ~80 microns, for reference.
- The final RePlAce weighted congestion is between 0.7 and 0.8, for reference.
- The buffer_ports step reported a buffer count of 1.
- The total area of multi-input combinational cells is 112.6 sq um, for reference.
- In this run the worst hold path is classified as reg2reg.
- During I/O placement, the number of pins put on the boundary was 2.
==> power breakdown <==
part,total [mW],switching [mW],internal [mW]
Clock,0.170,0.0839,0.0857
Combinational,0.0000000616,0,0
Sequential,0.153,0,0.153
Total,0.323,0.0839,0.239
==> logic make-up (layout without fill, tap and decap cells) <==
kind of cell | after synthesis | in the layout
DFF | 8 | 8
and+or+nand+nor | 8 | 8
xor gates and xnor gates | 6 | 6
buffers and inverters | 2 | 14
adders and majority gates | 1 | 1
==> per-layer routing <==
layer	part of all wire [%]	wire [microns]
met1	42	185
met2	38	167
met3	20	88
met4	0	0
met5	0	0
==> metrics by stage <==
step / hold WS, ps / setup WS [ps] / TNS [ps] / util (%)
floorplan: 381.9 / 335.0 / 0 / -
CTS: 416.9 / -103.1 / -103.1 / 11.72
detailed placement: 400.6 / -138.7 / -138.7 / 10.40
global route: 443.4 / -128.1 / -128.1 / 11.72
finish: 409.5 / -82.02 / -82.02 / 11.72
global placement: 389.5 / -137.9 / -137.9 / 10.40
==> layout make-up <==
class                      count  share of cell area (%)
clock buffer                   3                   5.625
clock inverter                 8                   7.500
inverter                       1                  0.9375
multi-input combinational     15                   28.13
sequential                     8                   40.31
tap                           46                   14.37
timing repair buffer           2                   3.125
==> worst paths after layout <==
path / endpoint / from / slack, ps
hold reg to reg: counter[0]$_DFF_N_ / counter[0]$_DFF_N_ / 410
hold / removal: counter[0]$_DFF_N_ / counter[0]$_DFF_N_ / 410
setup reg to reg: counter[7]$_DFF_N_ / counter[2]$_DFF_N_ / 1150
setup / recovery: outclock / counter[7]$_DFF_N_ / -80
==> cells in the final DEF (no fill, tap or decap) <==
cell type and count:
and3_1 1, buf_2 1, buf_4 1, clkbuf_4 3
dfxtp_1 7, dfxtp_2 1, ha_1 1, inv_1 9
nand2_1 2, nand3_1 2, nand3_2 1, nor2_1 1
nor3_2 1, xnor2_1 3, xor2_1 3
==> timing repair <==
item,4_1_cts,5_1_grt
endpoints found under the setup margin,1,1
endpoints found under the hold margin,0,0
resized,4,0
pin swaps,0,0
No activity file was given, so power comes from the tool's default toggle rates.
