File: flow/run.sh
#!/bin/bash
# OpenROAD 26Q1-2900-gdf79404cd8, Yosys 0.63+post, stock flow scripts
make -C /OpenROAD-flow-scripts/flow DESIGN_CONFIG=/design/flow/config.mk WORK_HOME=/design/flow/orfs finish
File: flow/constraint.sdc
current_design ClockSynthesizer

set clk_period 4.2
set clk_io_pct 0.2

create_clock -name clk0 -period $clk_period [get_ports {inclock}]

set non_clock_inputs [all_inputs -no_clocks]
set_input_delay [expr $clk_period * $clk_io_pct] -clock clk0 $non_clock_inputs
set_output_delay [expr $clk_period * $clk_io_pct] -clock clk0 [all_outputs]
File: flow/config.mk
export PLATFORM = sky130hd
export DESIGN_NAME = ClockSynthesizer
export DESIGN_NICKNAME = ClockSynthesizer
export VERILOG_FILES = /design/flow/design.v
export SDC_FILE = /design/flow/constraint.sdc
export NUM_CORES = 4
export LEC_CHECK = 1
export CORE_AREA = 10 10 73 73
export DIE_AREA = 0 0 83 83
File: flow/design.v
module ClockSynthesizer #(
	parameter 	IN_FREQ		= 1000000,
	parameter	OUT_FREQ 	= 1000,
	parameter 	BITS 		= 10
) (
	input wire 	inclock,
	output reg 	outclock
);
	parameter TOGGLE_PERIOD = IN_FREQ / (2 * OUT_FREQ);
	reg [BITS-1:0] count;
	always @(posedge inclock)
		begin
			count = count + 1; 
			if (count == TOGGLE_PERIOD)
				begin
					count = 0;
					outclock <= ~outclock;
				end
		end
endmodule
==> flow_summary.json <==
{
  "grt_max_degree": 10,
  "cp.arrival_ns": 2.07,
  "tool_warnings": 26,
  "fp_util_pct": 16.7,
  "cts_tree": "yes",
  "whs_ns": 0.534,
  "r2r.worst_path.cells": 5,
  "vias": 493,
  "yosys_area_um2": 624,
  "finalPower_uw": 212,
  "finalSetupViolations": 0,
  "cts_max_level": 1,
  "async_flop_share_pct": 0,
  "ys_ff": 11,
  "drtIter0Drc": 31,
  "ys_seq_share_pct": 36.9,
  "skew_ns": 0.00159,
  "period_needed_ns": 2.12,
  "chip_area_um2": 6890,
  "pwr_density_cell_nw_per_um2": 289,
  "max_freq_mhz": 472,
  "routed_wire_length_per_instance_um": 9.79,
  "postSynthAreaPerCell_um2": 9.46,
  "grt_usage_pct": 3.18,
  "ctsResizeCount": 0,
  "via_per_inst": 4.21,
  "top_area_share_pct": 32.1,
  "r2r_end": "outclock",
  "r2r-start": "count[0]",
  "die_w_um": 83,
  "cts_buffer_depth": 2,
  "dp_hpwl_um": 827,
  "crit_path_max_fanout": 8,
  "port_buffers": 1,
  "drc": 0,
  "synthCells": 66,
  "crit_type": "flip-flop to flip-flop",
  "hold_end": "count[3]",
  "max_slew_margin_pct": 60.3,
  "cts_setup_buffers": 0,
  "endpoint_kind": "flip-flop",
  "numCtsBuffers": 3,
  "synth_area_um2": 624,
  "hp-start": "count[3]",
  "topCellsByArea": "dfxtp_1, xnor2_1, a31oi_1",
  "irDropWorstVdd_v": 0.000129,
  "clk_transition_reported_paths_ns": 0.05,
  "final.setup.tns_ns": 0,
  "edf_count": 1,
  "required_ns": 4.15,
  "timing.final.crit_share_pct": 50.4,
  "worst_slew_pin_slew_ns": 0.596,
  "synth_cell_type_count": 27,
  "status": "finished clean",
  "fp.dieH_um": 83,
  "cts_hold_buf": 0,
  "antenna_found_initial": 0,
  "top_cells_by_count": "dfxtp_1, a31oi_1, xnor2_1",
  "hold_viol": 0,
  "yosys_warnings": 1,
  "leakagePower_uw": 0.000236,
  "grt_overflow": 0,
  "drtAntennaViolNets": 0,
  "slew_viol_final": 0,
  "clk_latency_ns": 0.24,
  "final_cells": 117,
  "cap_violations": 0,
  "totalWireLength_um": 1150,
  "rsz0062_at_grt": "no",
  "hold_path_class": "flip-flop to flip-flop",
  "drive_gt1_share_pct": 13.0,
  "dr.pass1.iters": 4,
  "cts_root_buffer": "clkbuf_8",
  "gp_congestion": 0.880,
  "holdPathStages": 1,
  "crit_path_start_kind": "flip-flop",
  "largest_area_cell": "dfxtp_1",
  "grt_pass1_wl_um": 1970,
  "ios": 2,
  "grt_pass1_vias": 457,
  "top_cell": "dfxtp_1",
  "cts_sinks": 11,
  "placed_cells": 113,
  "ys_cells": 66,
  "num_antenna_cells": 0,
  "yosys_most_used_dff": "dfxtp_1",
  "num_rows": 22,
  "core-area_um2": 3740,
  "timing.reg2reg.setup_slack_ns": 2.08,
  "area_growth_pct": 17.2
}
==> report_power, final <==
group / total, µW / switching (µW) / internal (µW)
clock network: 106 / 39.2 / 66.6
logic: 0.000121 / 0 / 0
registers: 106 / 0 / 106
==> worst max-delay path by stage <==
stage / start / end / slack (ns)
CTS: count[0] / outclock / 2.11
global route: count[0] / outclock / 1.94
finish: count[0] / outclock / 2.08
==> stage by stage <==
step / area (µm²) / util [%] / setup WS [ns]
detailed placement: 687 / 18.3 / 2.13
global route: 732 / 19.6 / 1.94
CTS: 732 / 19.6 / 2.11
global placement: 687 / 18.3 / 2.18
finish: 732 / 19.6 / 2.08
floorplan: 624 / - / 2.20
==> cell usage in the layout (no fill, tap or decap) <==
cell and instances:
and3_2 1, nor2_1 3, o311ai_1 1, inv_1 4
nor2b_1 1, nand2_1 3, xnor2_1 6, nand3_2 1
nand3_1 5, nand3b_1 2, o31a_1 1, clkdlybuf4s50_1 1
a211oi_4 1, a31oi_1 8, clkbuf_8 3, or3b_4 1
and3_1 1, a21oi_1 1, o22ai_1 1, edfxtp_1 1
dfxtp_1 10, and4_1 1, and4_2 1, xor2_1 4
clkbuf_1 1, nand4_1 2, or4_1 1, ha_1 2
nand3_4 1
==> registers in the layout (all words and copies together) (netlist names) <==
name / cells
count: 10
outclock: 1
==> layer usage <==
layer	vias up	routed length [µm]	GRT usage [%]
met5	-	0	0
met3	0	59	1.38
li1	251	-	-
met1	232	606	4.38
met2	10	480	4.54
met4	0	0	0.462
==> cell type report <==
| type | count | area (µm²) |
|---|---|---|
| Fill cell | 426 | 3010 |
| Multi-Input combinational cell | 49 | 372 |
| Sequential cell | 11 | 230 |
| Tap cell | 48 | 60.1 |
| Clock buffer | 4 | 45.0 |
| Inverter | 4 | 15.0 |
| Timing Repair Buffer | 1 | 10.0 |
==> critical path, stage by stage (launching register included) <==
cell and delay, ns:
dfxtp_1 0.50, ha_1 0.38, nand3b_1 0.11, o31a_1 0.11, o22ai_1 0.48, and3_1 0.26
==> cell families after synthesis <==
kind of cell	count (synthesis)	share of synthesized area (%)
flip-flops	11	36.9
XOR/XNOR	10	14.0
AND/OR/NAND/NOR	24	25.7
adder cells (fa/ha/maj)	2	4.01
AND-OR/OR-AND	13	15.8
buffers and inverters	6	3.61
