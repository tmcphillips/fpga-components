--- /design/flow/config.mk ---
export PLATFORM = sky130hd
export DESIGN_NAME = UpDownCounter
export DESIGN_NICKNAME = UpDownCounter
export VERILOG_FILES = /design/flow/design.v
export SDC_FILE = /design/flow/constraint.sdc
export NUM_CORES = 4
export LEC_CHECK = 1
export CORE_AREA = 10 10 77 77
export DIE_AREA = 0 0 87 87
--- /design/flow/constraint.sdc ---
current_design UpDownCounter

set clk_period 3.8
set clk_io_pct 0.2

create_clock -name clk0 -period $clk_period [get_ports {clock}]

set non_clock_inputs [all_inputs -no_clocks]
set_input_delay [expr $clk_period * $clk_io_pct] -clock clk0 $non_clock_inputs
set_output_delay [expr $clk_period * $clk_io_pct] -clock clk0 [all_outputs]
--- /design/flow/design.v ---
module UpDownCounter #(parameter SIZE=8)(
	input wire 				up, 
	input wire 				down, 
	input wire				load,
	input wire				reset,
	input wire [SIZE-1:0]	data,
	input wire 				clock,
	output wire 			upAck,
	output wire 			downAck,
	output reg [SIZE-1:0]	counter
);
	localparam IDLE 		= 2'b00;
	localparam UP_ACK 	= 2'b01;
	localparam DOWN_ACK 	= 2'b10;
	reg [1:0] state;
	assign upAck 	= (state == UP_ACK);
	assign downAck 	= (state == DOWN_ACK);
	always @(posedge reset, posedge clock)
		if (reset)			begin
								counter <= 4'b0000;
								state <= IDLE;
							end
		else
			if (load)		begin
								counter <= data;
							end
			else case (state)
				IDLE:		if (up)
								begin
									counter <= counter + 1;
									state <= UP_ACK;
								end
							else if (down)
								begin
									counter <= counter - 1;
									state <= DOWN_ACK;
								end
				UP_ACK:		state <= IDLE;
				DOWN_ACK:	state <= IDLE;
				default:	state <= IDLE;
			endcase
endmodule
--- /design/flow/run.sh ---
#!/bin/bash
# OpenROAD 26Q1-2900-gdf79404cd8, Yosys 0.63+post, stock flow scripts
make -C /OpenROAD-flow-scripts/flow DESIGN_CONFIG=/design/flow/config.mk WORK_HOME=/design/flow/orfs finish
==> results.ini <==
[outcome]
result_of_the_run=finished clean

[power_and_ir_drop]
power_frac_comb_pct=39.8
power.switching_mw=0.142
worst_ir_drop_vdd_v=0.000123
cellLeakagePower_nw=0.472
power_frac_clock_pct=25.9
powerDensity_nw_per_um2=407
power_switching_share_pct=31.3
sequentialPowerShare_pct=34.3
internal_portion_of_total_power_mw=0.312

[logic_synthesis]
yosys-stat-area_um2=793
postSynthRegisterBits=11
asyncSetResetFlopFracSynth_pct=100
postSynthCellCount=88
mappedNetlistArea_um2=793
synth_area_per_cell_um2=9.01
yosys_warnings=1
synth-cells-yosys=88
flop_cell=sky130_fd_sc_hd__dfrtp_1
edf_count=0
synthDistinctLibCells=34
yosysSeqAreaShare_pct=34.9

[clock_network]
cts.path.max_buffers=2
post-cts-setup-buffers=0
tritoncts=yes
cts_hold_buffers=0
clkLatencyLatePin_ns=0.24
number_of_cts_inserted_buffers=3
cts.reportedPaths.clkPinSlew_ns=0.05
clock-root-buffer=sky130_fd_sc_hd__clkbuf_8
cts_resized=0
cts_num_sinks=11
cts_max_level=1

[final_timing]
finalSetupTns_ns=0
setup_repair_after_global_routing_missed_its_margin=false
slew_headroom_pct=50.6
timing.clock.skew_ns=0.000863
timing.final.hold_violations=0
fin_worst_hold_slack_ns=0.518
maxClockFrequency_mhz=346
final.min_clock_period_ns=2.89
period_used_pct=76.0
final-setup-viol-count=0
drv_slew=0
worst-slew-pin-transition_ns=0.738

[detailed_routing]
number_of_detailed_route_iterations_in_the_first_pass=4
first_iter_violations=31
route.detailed.vias_per_inst=4.42
route.detailed.drc=0
route.final.wire_length_um=2040
route.vias.total=721
post_drt_wl_per_cell_um=12.5
postRouteAntennaNets=0
num_antenna_cells=0

[flow_run]
max_cap_violations=0
stage_log_warnings=25

[worst_setup_path]
setup.worst_path.class=in -> reg
crit_required_ns=3.92
worst_setup_path_end_kind=flip-flop
worst-path-max-fanout=9
critical_path_arrival_ns=3.01
timing.critical_path.from_type=input pin

[placement]
post-dp-hpwl_um=1640
finalWeightedCongestion=0.891
io_buffers=22

[finish]
mostFrequentLayoutCells=22 x sky130_fd_sc_hd__clkdlybuf4s50_1, 11 x sky130_fd_sc_hd__o21ai_0, 11 x sky130_fd_sc_hd__nand2_1
syn_to_final_growth_pct=40.4
layout_top_cell_excl_fill_tap=sky130_fd_sc_hd__clkdlybuf4s50_1
drive_gt1_share_pct=8.11

[floorplan]
chipHeight_um=87
fp_util_pct=18.2
die_x_um=87
core_region_area_um2=4350
area_of_the_die_um2=7570
core.rowCount=24
io_count=23

[grt]
global_route_wire_length_before_repair_um=3370
grt_start_max_net_pins=26
first_global_vias=742
grtUsageTotal_pct=5.36
grt_remaining_overflow=0
antenna_found_initial=0

[hold_path]
timing.hold.worst.class=reg -> reg

[metal layers]
layer,up-vias,GRT usage (%),wire length (µm)
met5,-,0,0
met4,0,0.736,10
met3,2,1.89,126
met2,12,9.19,1060
met1,341,6.42,846
li1,366,-,-
[critical path: stages]
cell,delay (ns)
sky130_fd_sc_hd__clkdlybuf4s50_1,0.64
sky130_fd_sc_hd__inv_1,0.23
sky130_fd_sc_hd__fa_1,0.52
sky130_fd_sc_hd__a211oi_1,0.34
sky130_fd_sc_hd__o21bai_1,0.13
sky130_fd_sc_hd__a21oi_1,0.19
sky130_fd_sc_hd__or4_1,0.13
sky130_fd_sc_hd__nand3_1,0.06
[logic make-up after synthesis]
kind of cell | share of synthesized area [%]
AOI/OAI and AO/OA | 25.4
and+or+nand+nor | 16.4
DFF | 34.9
adders and majority gates | 12.0
buffers and inverters | 3.16
xor gates and xnor gates | 4.42
muxes | 3.79
[metrics by stage]
stage,total power [mW],instance area [µm²],cells,util [%],worst slack [ns]
after global routing,0.489,1110,163,25.6,0.801
after CTS,0.459,1110,163,25.6,0.921
final,0.453,1110,163,25.6,0.910
after floorplan,0.264,793,88,-,1.39
after detailed placement,0.338,1070,159,24.5,0.715
after global placement,0.334,1070,159,24.5,0.795
[power groups by stage]
stage	logic (mW)	clock network (mW)	registers (mW)
after CTS	0.182	0.121	0.156
after global routing	0.200	0.131	0.158
final	0.180	0.117	0.155
[final timing paths]
kind	start	end	slack, ns	depth (start not counted)
worst max-delay path	up	counter[6]	0.91	8
worst min-delay path	state[0]	state[0]	0.52	2
worst max register to register	counter[0]	counter[6]	1.90	6
worst min register to register	state[0]	state[0]	0.52	2
max in group asynchronous	reset	state[0]	2.65	2
min in group asynchronous	reset	counter[4]	0.82	2
[synthesized netlist by cell type, types with 2 or more instances]
master	n	share of area, %
sky130_fd_sc_hd__xor2_1	2	2.2
sky130_fd_sc_hd__a21o_1	2	1.9
sky130_fd_sc_hd__mux2i_1	3	3.8
sky130_fd_sc_hd__nand3_1	2	1.3
sky130_fd_sc_hd__a21oi_1	5	3.2
sky130_fd_sc_hd__buf_2	2	1.3
sky130_fd_sc_hd__a211oi_1	2	1.9
sky130_fd_sc_hd__a22oi_1	2	1.9
sky130_fd_sc_hd__dfrtp_1	10	32
sky130_fd_sc_hd__xnor2_1	2	2.2
sky130_fd_sc_hd__nor2_1	5	2.4
sky130_fd_sc_hd__o21ai_0	11	6.9
sky130_fd_sc_hd__ha_1	6	9.5
sky130_fd_sc_hd__clkbuf_1	2	0.95
sky130_fd_sc_hd__inv_1	2	0.95
sky130_fd_sc_hd__nand2_1	11	5.2
sky130_fd_sc_hd__nor3_1	2	1.3
[registers in the layout, summed over array words and instances, names as in the netlist]
signal and flops:
counter 8, state 3
[cell type report]
class / count / area (µm²)
multi-input cells: 71 / 492
well taps: 52 / 65.1
clock buffers: 4 / 45.0
fillers: 454 / 3240
repair buffers: 23 / 228
inverters: 2 / 7.51
flip-flops and latches: 11 / 277
Power and IR drop assume default switching activity.
